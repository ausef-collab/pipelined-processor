--- design/flow/config.mk ---
export PLATFORM = sky130hd
export DESIGN_NAME = MEM
export DESIGN_NICKNAME = MEM
export VERILOG_FILES = /design/flow/design.v
export SDC_FILE = /design/flow/constraint.sdc
export NUM_CORES = 4
export LEC_CHECK = 1
export CORE_UTILIZATION = 50
--- design/flow/constraint.sdc ---
current_design MEM

set clk_period 7.7
set clk_io_pct 0.2

create_clock -name clk0 -period $clk_period

set non_clock_inputs [all_inputs -no_clocks]
set_input_delay [expr $clk_period * $clk_io_pct] -clock clk0 $non_clock_inputs
set_output_delay [expr $clk_period * $clk_io_pct] -clock clk0 [all_outputs]
--- design/flow/design.v ---
module MEM(
		input [31:0] 		MemWriteData_IN,
		input [5:0] 		MemControl_IN,	
		input 			MemRead_IN,	
		input [31:0] 		ALUResult_IN,	
		input [31:0] 		Data_IN,	
		output [31:0] 		WriteData_OUT,	
		output [31:0] 		Data_OUT,		
		output [1:0]  		DataSize_OUT	
);
wire [31:0]	data_read_aligned;
assign WriteData_OUT 	= MemRead_IN ? data_read_aligned : ALUResult_IN;
always begin
	data_read_aligned = MemWriteData_IN;
	case(MemControl_IN)
		6'b100001: begin
			case (ALUResult_IN[1:0])
				0: data_read_aligned = {{24{Data_IN[31]}},Data_IN[31:24]};
				1: data_read_aligned = {{24{Data_IN[23]}},Data_IN[23:16]};
				2: data_read_aligned = {{24{Data_IN[15]}},Data_IN[15:8]};
				3: data_read_aligned = {{24{Data_IN[7]}},Data_IN[7:0]};
			endcase
			DataSize_OUT = 0;
		end
		6'b101010: begin
			case (ALUResult_IN[1:0])
				0: data_read_aligned = {{24{1'b0}},Data_IN[31:24]};
				1: data_read_aligned = {{24{1'b0}},Data_IN[23:16]};
				2: data_read_aligned = {{24{1'b0}},Data_IN[15:8]};
				3: data_read_aligned = {{24{1'b0}},Data_IN[7:0]};
			endcase
			DataSize_OUT = 0;
		end
		6'b101011: begin
			case(ALUResult_IN[1:0])
				0: data_read_aligned = {{16{Data_IN[31]}},Data_IN[31:16]};
				2: data_read_aligned = {{16{Data_IN[15]}},Data_IN[15:0]};
			endcase
			DataSize_OUT = 0;
		end
		6'b101100: begin
			case(ALUResult_IN[1:0])
				0: data_read_aligned = {{16{1'b0}},Data_IN[31:16]};
				2: data_read_aligned = {{16{1'b0}},Data_IN[15:0]};
			endcase
			DataSize_OUT = 0;
		end
		6'b101101: begin
			case (ALUResult_IN[1:0])
				0: data_read_aligned 		= Data_IN;		 
				1: data_read_aligned[31:8] 	= Data_IN[23:0];	 
				2: data_read_aligned[31:16] 	= Data_IN[15:0]; 	 
				3: data_read_aligned[31:24] 	= Data_IN[7:0];		 
			endcase
			DataSize_OUT = 0;
		end
		6'b101110: begin
			case (ALUResult_IN[1:0])
				0: data_read_aligned[7:0] 	= Data_IN[31:24];	 
				1: data_read_aligned[15:0] 	= Data_IN[31:16]; 	 
				2: data_read_aligned[23:0] 	= Data_IN[31:8];	 
				3: data_read_aligned 		= Data_IN;		 
			endcase
			DataSize_OUT = 0;
		end
		6'b111101, 6'b101000, 6'b110101: begin
			data_read_aligned 	= Data_IN;
			DataSize_OUT 	= 0;
		end
		6'b101111: begin	 
			DataSize_OUT	= 1;
			Data_OUT[7:0] 	= MemWriteData_IN[7:0];
		end
		6'b110000: begin	 
			DataSize_OUT 	= 2;
			Data_OUT[15:0] 	= MemWriteData_IN[15:0];
		end
		6'b110001, 6'b110110: begin	 
			DataSize_OUT	= 0;
			Data_OUT 		= MemWriteData_IN;
		end
		6'b110010: begin	 
			case(ALUResult_IN[1:0])
				0: begin 
					Data_OUT 		= MemWriteData_IN; 
					DataSize_OUT	= 0; 
				end
				1: begin 
					Data_OUT[23:0] 	= MemWriteData_IN[31:8]; 
					DataSize_OUT	= 3; 
				end
				2: begin 
					Data_OUT[15:0]	= MemWriteData_IN[31:16]; 
					DataSize_OUT	= 2; 
				end
				3: begin 
					Data_OUT[7:0] 	= MemWriteData_IN[31:24]; 
					DataSize_OUT	= 1; 
				end
			endcase
		end
		6'b110011: begin	 
			case(ALUResult_IN[1:0])
				0: begin 
					Data_OUT[7:0] 	= MemWriteData_IN[7:0]; 
					DataSize_OUT	= 1; 
				end
				1: begin 
					Data_OUT[15:0] 	= MemWriteData_IN[15:0]; 
					DataSize_OUT	= 2; 
				end
				2: begin 
					Data_OUT[23:0] 	= MemWriteData_IN[23:0]; 
					DataSize_OUT	= 3; 
				end
				3: begin 
					Data_OUT 		= MemWriteData_IN; 
					DataSize_OUT	= 0; 
				end
			endcase
		end
		default: begin
			data_read_aligned 	= Data_IN;
			DataSize_OUT	= 0;
		end
	endcase
end
endmodule
--- design/flow/run.sh ---
#!/bin/bash
# OpenROAD 26Q1-2900-gdf79404cd8, Yosys 0.63+post, stock flow scripts
make -C /OpenROAD-flow-scripts/flow DESIGN_CONFIG=/design/flow/config.mk WORK_HOME=/design/flow/orfs finish
==> results_slide.txt <==
Physical Implementation Snapshot

Drt
  – DR WL/cell: 21.11 µm
  – Total Wirelength: 17.08 mm
  – DRT antenna net count: 0
  – Via count: 5629
  – ANT cells: 0
  – DR iter-0 viols: 866
  – Drt pass-1 iters: 9
  – DR vias/cell: 6.958
  – DRC violations left: 0

Final timing
  – Period utilization: 84.17%
  – Max Fclk: 154.3 MHz
  – Setup_tns: 0 ns
  – Unrepaired setup endpoints after global routing: no
  – Slew of the pin with the lowest slew margin: 0.8883 ns
  – Register pins left without a clock: 32
  – Max Transition Viols Final: 0
  – Number of unconstrained endpoints: 64
  – Tmin final: 6.481 ns
  – Relative slew margins: 40.56%
  – Fin Hold WS: 4.016 ns
  – Final hold viol count: 0
  – Final setup fails: 0

Worst setup path
  – Crit path DAT: 4.94 ns
  – CP required: 6.16 ns
  – Critical-path cell list: clkdlybuf4s50_1 > inv_1 > ha_2 > nor2_1 > o211ai_1 > nor2_1 > a2111oi_0 > a31oi_1 > clkdlybuf4s50_1
  – Startpoint class of the critical path: input port
  – Top delay family on crit path: buffers and inverters
  – CP Launch Point: ALUResult_IN[0]
  – CP peak stage delay: 0.78 ns
  – CP endpoint kind: output port
  – Buf/Inv on CP: 3
  – Slowest CP cell: ha_2
  – Crit Path Class: input port to output port
  – CP Depth: 9
  – Worst setup path end: WriteData_OUT[31]
  – Crit-path max FO: 50

Global routing
  – Largest net degree at the start of global routing: 59
  – First-pass GRT wire length: 26.14 mm
  – Initial antenna violation count: 0
  – GR Util All Layers: 40.41%
  – Total congestion overflow: 0
  – Vias in the first global route: 4887

Synth
  – Synthesized instance count: 590
  – Dominant cell area share: 12.39%
  – Yosys cell count: 590
  – Post-Syn Area: 3879 µm²
  – Synth area leaders: dlxtn_1, a22oi_1, a21oi_1
  – Registers, synthesis: 32
  – EDFF count, synth: 0
  – Mean area per synthesized cell: 6.574 µm²
  – Yosys synthesis chip area: 3879 µm²
  – Area leader, netlist: dlxtn_1
  – Post-synth ARST share: 0%
  – Distinct lib cells: 62
  – Top_reg_cell synth: dlxtn_1
  – Ys Warns: 54

Clock network
  – Resize count post-CTS: 0
  – CTS Hold Bufs: 0
  – Postcts setup bufs: 0

Placement
  – IO buf count: 169
  – Placed insts: 809
  – DP HPWL: 12.81 mm
  – Area after DPL: 5503 µm²
  – Routability cong.: 1.079

Floorplanning
  – Initial Util: 52.63%
  – Core area: 7370 µm²
  – Die area: 8114 µm²
  – # IOs: 169
  – Die height: 90.08 µm
  – Die width: 90.08 µm
  – Number of cell rows: 31

Pwr
  – Power per cell area: 56.84 nW/µm²
  – Internal: 165.8 µW
  – Fraction of power consumed by sequential logic: 5.4%
  – Sw frac: 46.99%
  – P_leak: 0.001876 µW
  – Worst VDD drop: 0.04386 mV
  – Part of the power in combinational logic: 94.6%
  – Pwr Total: 312.8 µW
  – Switch Pwr: 147.0 µW
  – Clock Power Share: 0%

Job
  – OpenROAD warning count: 37
  – Max-cap viol count: 0

Layout
  – Logic area: 3080 µm²
  – Share of layout cells above drive strength 1: 6.197%
  – Area grow syn2layout: 41.87%
  – Reg area: 480.5 µm²
  – Final Non-Filler Cells: 809
  – Max FFs per register: 32
  – Most instantiated logic cells after routing: clkdlybuf4s50_1, a21oi_1, nand2_1
  – Top cell excl fill/tap: clkdlybuf4s50_1
  – Post-route cell area: 5503 µm²
  – Filler cells: 573

Worst hold path
  – Hold Crit Class: input port to output port
  – Hold Crit Start: ALUResult_IN[7]

Run status
  – Outcome: completed
-- synth_stat cells, drive strengths merged (20+ instances only) --
cell type  instances
a22oi             52
o22ai             25
inv               20
a221oi            22
buf               24
nor2              47
a21oi             71
dlxtn             32
o21ai             27
nor2b             20
nand2             53
a31oi             26
clkbuf            32
-- power by group through the flow --
stage     combinational (µW)  clock (µW)  sequential [µW]
6_report                 296           0             16.9
5_1_grt                  314           0             17.7
4_1_cts                  287           0             16.9
-- worst min-delay path, delay by kind of cell --
kind	cells	cell delay, ns
AND/OR/NAND/NOR	1	0.09
AND-OR/OR-AND	1	0.05
buffers and inverters	2	0.80
-- routing by layer --
metal	part of all wire [%]	GRT usage (%)
met5	0	0
met4	3.6	12.10
met1	39	60.09
met2	43	59.61
met3	15	7.732
-- kinds of logic (layout without fill, tap and decap cells) --
logic type      after synthesis  count (layout)  synth area share (%)
compound gates              277             277                 49.87
fa+ha+maj                     5               5                 1.613
buf+inv                      77             197                 8.323
latches                      32              32                 12.39
mux                           9               9                 2.581
simple gates                190             190                 25.23
-- worst min-delay path by stage --
stage	endpoint	slack [ns]	cells past startpoint
finish	WriteData_OUT[7]	4.02	4
global route	WriteData_OUT[7]	4.05	4
CTS	WriteData_OUT[7]	4.02	4
-- area by class of cell --
type / count / area share [%]
repair buffers: 176 / 31.61
multi-input cells: 481 / 55.98
well taps: 99 / 2.251
inverters: 21 / 1.432
flip-flops and latches: 32 / 8.731
-- per-stage QoR --
| step | util, % | setup slack, ns |
|---|---|---|
| 2_1_floorplan | - | 3.177 |
| 3_3_place_gp | 74.67 | 1.405 |
| 3_5_place_dp | 74.67 | 1.348 |
| 4_1_cts | 74.67 | 1.334 |
| 5_1_grt | 74.67 | 0.9885 |
| 6_report | 74.67 | 1.219 |
No activity file was given, so power comes from the tool's default toggle rates.

==> run.sh <==
#!/bin/bash
# OpenROAD 26Q1-2900-gdf79404cd8, Yosys 0.63+post, stock flow scripts
make -C /OpenROAD-flow-scripts/flow DESIGN_CONFIG=/design/flow/config.mk WORK_HOME=/design/flow/orfs finish
==> config.mk <==
export PLATFORM = sky130hd
export DESIGN_NAME = NextInstructionCalculator
export DESIGN_NICKNAME = NextInstructionCalculator
export VERILOG_FILES = /design/flow/design.v
export SDC_FILE = /design/flow/constraint.sdc
export NUM_CORES = 4
export LEC_CHECK = 1
export CORE_UTILIZATION = 30
==> constraint.sdc <==
current_design NextInstructionCalculator

set clk_period 17.1
set clk_io_pct 0.2

create_clock -name clk0 -period $clk_period

set non_clock_inputs [all_inputs -no_clocks]
set_input_delay [expr $clk_period * $clk_io_pct] -clock clk0 $non_clock_inputs
set_output_delay [expr $clk_period * $clk_io_pct] -clock clk0 [all_outputs]
==> design.v <==
module NextInstructionCalculator(
		input [31:0] 	InstructionAddressPlus4_IN,	 
		input [15:0] 	Immediate_IN,
		input [25:0]	Index_IN,
		input 		Jump_IN,			 
		input 		JumpRegister_IN,		 
		input [31:0] 	RegisterValue_IN,		 
		output [31:0] 	NextInstructionAddress_OUT	 
);
wire [31:0] signExtended_shifted_immediate;
wire [31:0] jumpDestination_immediate;
wire [31:0] branchDestination_immediate;
assign signExtended_shifted_immediate 	= {{14{Immediate_IN[15]}},Immediate_IN,2'b00};
assign jumpDestination_immediate 	= {InstructionAddressPlus4_IN[31:28],Index_IN,2'b00};
assign branchDestination_immediate 	= InstructionAddressPlus4_IN + signExtended_shifted_immediate;
assign NextInstructionAddress_OUT 	= Jump_IN ? ( JumpRegister_IN ? RegisterValue_IN : jumpDestination_immediate ) : branchDestination_immediate;
endmodule
==> metrics.yaml <==
clock_buffer_count: 0
die_w_um: 90.8
grtUsageTotal_pct: 19.3
antenna_found_initial: 0
maxCapViolations: 0
max-slew-margin-rel_pct: 55.5
logic_area_sq_um: 2270
grt_pass1_vias: 2744
wire_per_inst_um: 14.3
coreArea_sq_um: 7690
power_density_nw_per_um2: 33.3
ys_seq_share_pct: 0
io_buffer_count: 140
cts_resized: 0
avgViaCountPerCell: 5.26
rsz0062_at_grt: "false"
gr-total-overflow: 0
grt_start_max_net_pins: 71
dr.pass1.iters: 4
fin_area_sq_um: 3820
areaGrowthSynthToFinish_pct: 61.7
synth_cell_types: 53
crit_type: "input port to output pin"
worst_pin_slew_ns: 0.666
finalHoldViolations: 0
seq_area_sq_um: 0
tns_ns: 0
period_needed_ns: 10.29
fill_cells: 784
fmax_mhz: 97.2
cts_hold_buf: 0
ys_warn_count: 0
hpwlAfterDp_mm: 6.87
peakVddDrop_mv: 0.0147
post_dp_cell_area_sq_um: 3820
post_cts_buffers: 0
die_area_sq_um: 8250
required_ns: 13.68
drive_gt1_share_pct: 3.64
post-route-util_pct: 49.8
grt_pass1_wl_mm: 13.1
drtIter0Drc: 106
holdWs_ns: 7.73
finalSetupViolCount: 0
initCoreUtil_pct: 30.8
drc: 0
nFlopsAndLatches: 0
cp.arrival_ns: 6.87
place.gp.congestion: 0.905
std_cell_rows: 32
leakage_uw: 0.00160
outcome: "complete, no violations"
fin_crit_sh_pct: 60.2
ant_nets: 0
maxSlewViolCount: 0
crit_path_max_fanout: 4
warning_count: 32
synth_cells: 343
ys_cells: 343
holdCritPathClass: "input port to output pin"
antenna_cells: 0
start_kind: "input port"
num_vias: 2995
ioPinCount: 140
die_h_um: 90.8
ys_chip_area_sq_um: 2370
worstSetupEndpointType: "output pin"
syn_avg_cell_area_sq_um: 6.90
synthesis.area_sq_um: 2370
wl_mm: 8.12
==> power by group <==
part | switching, uW | total [uW] | internal (uW) | leakage (uW)
registers | 0 | 0 | 0 | 0
logic | 53.7 | 128 | 73.9 | 0.00160
clock network | 0 | 0 | 0 | 0
==> logic make-up (layout without fill, tap and decap cells) <==
family	after synthesis	after routing	share of synthesized area (%)
mux	25	25	10.9
xor+xnor	19	19	7.03
simple gates	106	106	23.0
fa+ha+maj	30	30	16.2
buf+inv	23	147	3.97
compound gates	140	140	38.9
==> layout make-up <==
type / count / area share (%)
timing repair buffer: 142 / 36.8
multi-input combinational: 320 / 59.4
inverter: 5 / 0.491
tap: 102 / 3.34
==> cell usage after synthesis (all sizes together) (6+ instances only) <==
library cell / count / area, sq um
a21o: 23 / 173
clkbuf: 13 / 48.8
xnor2: 10 / 87.6
o211ai: 12 / 90.1
nor2: 23 / 88.8
nand2: 28 / 105
a21oi: 44 / 220
xor2: 9 / 78.8
mux2: 6 / 67.6
ha: 29 / 363
mux2i: 19 / 190
o21ai: 25 / 125
nand2b: 13 / 81.3
==> critical path: stages <==
cell and delay, ns:
clkdlybuf4s50_1 0.42, ha_1 0.24, fa_1 0.40, a21o_1 0.22
a221o_1 0.40, a2111oi_4 0.41, o31ai_1 0.16, a31o_1 0.28
a311o_1 0.36, o211ai_1 0.08, clkdlybuf4s50_1 0.49
==> layer usage <==
layer,GRT usage [%],part of all wire [%],vias up
met5,0,0,-
met4,1.46,0.76,0
met3,1.80,5.5,4
met2,30.4,43,86
met1,29.8,51,1337
li1,-,-,1568
==> cells in the final DEF, fill, tap and decap left out, drive strengths merged, types with 4 or more instances in the layout <==
| master | netlist | final |
|---|---|---|
| clkdlybuf4s50 | 0 | 138 |
| a21oi | 44 | 44 |
| ha | 29 | 29 |
| nand2 | 28 | 28 |
| o21ai | 25 | 25 |
| a21o | 23 | 23 |
| nor2 | 23 | 23 |
| mux2i | 19 | 19 |
| nand2b | 13 | 13 |
| o211ai | 12 | 12 |
| xnor2 | 10 | 10 |
| xor2 | 9 | 9 |
| mux2 | 6 | 6 |
| and3 | 5 | 5 |
| nand4 | 5 | 5 |
| inv | 5 | 5 |
| a211oi | 5 | 5 |
| nand3 | 5 | 5 |
| o31ai | 5 | 5 |
| nor3 | 5 | 5 |
| o21a | 4 | 4 |
| nor3b | 4 | 4 |
| buf | 5 | 4 |
==> stage by stage <==
stage                     cells  setup WS [ns]  power (uW)
final                       569           6.81         128
after CTS                   569           6.78         129
after floorplan             343           7.95        67.2
after global placement      569           6.82         128
after detailed placement    569           6.80         128
after global routing        569           6.58         141
==> path summary, 6_finish.rpt <==
check                                         start                        endpoint  slack [ns]  cells past startpoint
worst max-delay path  InstructionAddressPlus4_IN[2]  NextInstructionAddress_OUT[28]        6.81                     11
worst min-delay path  InstructionAddressPlus4_IN[1]   NextInstructionAddress_OUT[1]        7.73                      4
Power figures rest on the tool's default switching activity, not on a simulated workload.

===== design/flow/run.sh =====
#!/bin/bash
# OpenROAD 26Q1-2900-gdf79404cd8, Yosys 0.63+post, stock flow scripts
make -C /OpenROAD-flow-scripts/flow DESIGN_CONFIG=/design/flow/config.mk WORK_HOME=/design/flow/orfs finish

===== design/flow/design.v =====
module RegFile(
		input CLOCK,
		input RESET,
		input [4:0]  	ReadRegister1_IN,
		input [4:0]	ReadRegister2_IN,
		input [31:0] 	WriteData_IN,	
		input [4:0]  	WriteRegister_IN,
		input 		WriteEnable_IN,
		output [31:0] 	ReadData1_OUT,
		output [31:0] 	ReadData2_OUT
);
reg [31:0] Reg [0:31] ;
assign ReadData1_OUT = Reg[ReadRegister1_IN];
assign ReadData2_OUT = Reg[ReadRegister2_IN];
always @(posedge CLOCK or negedge RESET) begin
	if (!RESET) begin
		Reg[0] <= 0;
		Reg[1] <= 0;
		Reg[2] <= 0;
		Reg[3] <= 0;
		Reg[4] <= 0;
		Reg[5] <= 0;
		Reg[6] <= 0;
		Reg[7] <= 0;
		Reg[8] <= 0;
		Reg[9] <= 0;
		Reg[10] <= 0;
		Reg[11] <= 0;
		Reg[12] <= 0;
		Reg[13] <= 0;
		Reg[14] <= 0;
		Reg[15] <= 0;
		Reg[16] <= 0;
		Reg[17] <= 0;
		Reg[18] <= 0;
		Reg[19] <= 0;
		Reg[20] <= 0;
		Reg[21] <= 0;
		Reg[22] <= 0;
		Reg[23] <= 0;
		Reg[24] <= 0;
		Reg[25] <= 0;
		Reg[26] <= 0;
		Reg[27] <= 0;
		Reg[28] <= 0;
		Reg[29] <= 0;
		Reg[30] <= 0;
		Reg[31] <= 0;
	end else if (CLOCK) begin
		if (WriteEnable_IN) begin
			Reg[WriteRegister_IN] <= WriteData_IN;
		end
	end
end
endmodule

===== design/flow/constraint.sdc =====
current_design RegFile

set clk_period 7.5
set clk_io_pct 0.2

create_clock -name clk0 -period $clk_period [get_ports {CLOCK}]

set non_clock_inputs [all_inputs -no_clocks]
set_input_delay [expr $clk_period * $clk_io_pct] -clock clk0 $non_clock_inputs
set_output_delay [expr $clk_period * $clk_io_pct] -clock clk0 [all_outputs]

===== design/flow/config.mk =====
export PLATFORM = sky130hd
export DESIGN_NAME = RegFile
export DESIGN_NICKNAME = RegFile
export VERILOG_FILES = /design/flow/design.v
export SDC_FILE = /design/flow/constraint.sdc
export NUM_CORES = 4
export LEC_CHECK = 1
export CORE_UTILIZATION = 50

==> run notes <==
Observations from the implementation run.

Outcome:
- The run finished with clean final reports.

Global routing:
- The run gives the final global-route overflow total as 0.
- The number of antenna violations at the first check in global routing is 26.
- The run gives the pin count of the biggest net entering global routing as 122.
- The run gives the wire length of the first global-routing pass as 387000 um.
- The run puts the via count of the first global-routing pass at 45100.
- Overall routing resource usage recorded by global route was 0.569.

Worst hold path:
- The run puts the instance count along the most critical hold path at 1.
- Looking at hold timing, the worst path starts from Reg[5][16]$_DFFE_PN0P_.
- The run gives the worst min-delay path class as reg -> reg.

Synth:
- The run puts the average cell area after synthesis at 11.7 um^2.
- The run gives the post-synth tally of flip-flops with integrated enable as 0.
- The run puts the share of flip-flops with an asynchronous set or reset after synthesis at 1.00.
- The run gives the most used flip-flop cell after synthesis as dfrtp_1.
- The run puts the chip area from the yosys synthesis statistics at 52000 um^2.
- The run puts the number of standard cells after synthesis at 4451.
- The run puts the cell area after synthesis at 52000 um^2.
- The run puts the number of cells in the yosys synthesis report at 4451.
- Warnings reported by Yosys during synthesis add up to 2.
- Per Yosys stat, the portion of area used by sequential elements is 0.493.
- The run puts the number of synthesized register bits at 1024.
- In the Yosys stats the netlist draws on 74 distinct library cells.

Clock tree:
- The tree built by TritonCTS fans out to 1024 sinks.
- The cell sitting at the root of the clock tree is a clkbuf_16.
- Buffers added to address setup during post-CTS repair amount to 0.
- The run puts the clock-pin slew reported for the worst setup and hold paths after clock tree synthesis at 0.06 ns.
- The run gives the maximum level of the CTS H-tree as 3.
- The CTS report gives the tree buffer count as 111.
- The run puts the post-CTS resize count at 0.
- The run puts the insertion delay to the later sink of the worst-skew pair at 0.71 ns.
- The clock passes through at most 3 buffers.
- The run gives the hold-fix buffer count after cts as 0.
- TritonCTS built the clock tree.

Setup path:
- The critical path endpoint has a required time of 6.00 ns.
- The run puts the maximum fanout along the worst path at 21.
- The critical path is of the in -> out type.
- In this run the worst setup path terminates at ReadData1_OUT[14].
- For the worst flop-to-flop path, the logic depth is 1.
- The run gives the startpoint of the worst-slack reg-to-reg timing path as Reg[22][9]$_DFFE_PN0P_.
- Looking at the reg2reg group, the worst path ends at Reg[22][9]$_DFFE_PN0P_.
- The run gives the endpoint kind of the worst setup timing path as a primary output.
- The most critical setup path has its startpoint at ReadRegister1_IN[3].
- The OpenROAD report gives the critical path a data arrival time of 5.48 ns.
- The worst setup path is launched from a primary input.
- The run gives the slack of the worst reg-to-reg path as 6.53 ns.

Floorplanning:
- The run puts the number of placement rows at 117.
- The run gives the area of the core as 102000 um^2.
- Measured along the y axis, the die boundary spans 325 um.
- The run gives the number of top-level pins as 114.
- The run puts the horizontal die size at 325 um.
- The run gives the core utilization at floorplan as 0.508.
- The die covers 105000 um^2.

Cells and area:
- The run gives the flip-flop count of the largest register after layout as 1024.
- In the final layout, the registers with the most flip-flops are Reg: 1024 flops.
- The run gives the synthesis-to-layout area growth as 15.6%.
- Ranked by flip-flop count, first place goes to Reg.
- The run gives the share of the core filled with cells in the final layout as 0.587.
- Of the cells placed in the final design, the portion with a size suffix greater than 1 is 0.357.
- With fillers left out, the area of the finished cells amounts to 60100 um^2.
- The library cells used most frequently in the layout, excluding fill and tap cells, are 1043 x mux2_2, 1024 x dfrtp_1, 702 x a22oi_1, 264 x buf_4, 213 x nand2_1.
- The top cell type in the final layout, fill and taps aside, is mux2_2.

Flow run:
- The run gives the stage-log warning count as 42.
- The run puts the number of maximum-capacitance constraint violations at 0.

Final timing:
- The run gives the share of the clock period used by the worst path as 0.931.
- The run gives the final worst clock skew as 0 ns.
- The run puts the transition time at the pin with the least slew margin at 1.30 ns.
- The run puts the post-layout minimum cycle time at 6.98 ns.
- The run puts the final number of max-transition violations at 0.
- Setup repair after global routing left no endpoint under its margin.
- The highest clock rate this design can be run at is 0.143 GHz.
- The run gives the setup TNS after final layout as 0 ns.
- The run puts the setup-violating endpoint count in the final report at 0.
- The run gives the worst hold slack across all endpoints as 0.534 ns.
- In the final report, the number of hold violations comes to 0.
- Across all checked pins, the minimum headroom to the slew limit is 0.132.

Place:
- The run gives the count of input and output buffers as 113.
- The run gives the final estimated routing congestion in global placement as 1.10.
- The run puts the post-placement cell area at 56100 um^2.
- The run puts the HPWL after detailed placement at 181000 um.

Routing:
- The run puts the via count of the routed design at 47100.
- The routed design shows a via density per instance of 7.81.
- The run puts the violation count after the first detailed-routing iteration at 6578.
- The wire length recorded after detailed routing is 287000 um.
- The run gives the post-route antenna net violation count as 0.
- The run puts the wire length per cell after detailed routing at 47.6 um.
- The run puts the number of remaining DRC errors at 0.
- The run puts the number of detailed-routing iterations run before antenna repair at 10.

Power and ir drop:
- The run puts the total power density per cell area at 270 nW/um^2.
- The run puts the worst voltage drop across the vdd grid at 0.233 mV.
- The run gives the static power due to leakage as 26.1 nW.
[layout make-up]
type	instances	area (um^2)
inverters	7	26.3
clock inverters	41	663
well taps	1368	1710
clock buffers	160	3320
multi-input cells	2987	25000
flip-flops and latches	1024	25600
repair buffers	409	3720
fillers	8407	42300
diodes	30	75.1
[cell families after synthesis]
| kind of cell | synth area share |
|---|---|
| mux | 0.240 |
| compound gates | 0.153 |
| flops | 0.493 |
| simple gates | 0.0758 |
| buf+inv | 0.0382 |
[worst min-delay path by stage]
stage / to
final: Reg[5][16]$_DFFE_PN0P_
after global routing: Reg[5][16]$_DFFE_PN0P_
after CTS: Reg[5][16]$_DFFE_PN0P_
[stage by stage]
stage / setup WS [ns] / total power (W) / std cells
4_1_cts: 0.805 / 0.0161 / 5996
3_5_place_dp: 0.797 / 0.0101 / 5795
6_report: 0.520 / 0.0162 / 6026
2_1_floorplan: 2.99 / 0.00875 / 4451
5_1_grt: 0.612 / 0.0166 / 5997
3_3_place_gp: 0.860 / 0.0100 / 5795
[power breakdown]
part           leakage [nW]  switching [W]  total (W)  internal (W)
clock network          1.97        0.00239    0.00606       0.00367
logic                  11.0        0.00117    0.00243       0.00125
registers              13.1        0.00113    0.00773       0.00660
[worst max-delay path: stages]
cell and delay, ns:
buf_2 0.59, buf_4 0.42, and2_1 0.90, a32oi_1 0.30, o21ai_0 0.85, nor3_1 0.15
a21oi_1 0.22, clkdlybuf4s50_1 0.48
[Yosys cell counts (5+ instances only)]
| cell | instances | area share |
|---|---|---|
| nand2b_1 | 11 | 0.0013 |
| o32ai_1 | 5 | 0.00084 |
| mux2i_1 | 66 | 0.013 |
| clkbuf_1 | 197 | 0.014 |
| a221oi_1 | 17 | 0.0029 |
| a31oi_1 | 22 | 0.0026 |
| nand4_1 | 101 | 0.012 |
| a211oi_1 | 9 | 0.0013 |
| nor2b_1 | 17 | 0.0020 |
| a2111oi_0 | 11 | 0.0019 |
| dfrtp_1 | 1024 | 0.49 |
| nand4b_1 | 5 | 0.00084 |
| nand2_1 | 226 | 0.016 |
| nand3b_1 | 13 | 0.0019 |
| or3b_1 | 5 | 0.00084 |
| mux2_2 | 1043 | 0.23 |
| nand3_1 | 56 | 0.0054 |
| nor4_1 | 32 | 0.0038 |
| buf_4 | 29 | 0.0042 |
| a21oi_1 | 98 | 0.0094 |
| and3_1 | 15 | 0.0018 |
| a222oi_1 | 27 | 0.0052 |
| a32oi_1 | 21 | 0.0035 |
| o22a_1 | 7 | 0.0012 |
| nor2_2 | 17 | 0.0020 |
| a32o_1 | 10 | 0.0019 |
| nor3_1 | 71 | 0.0068 |
| buf_2 | 156 | 0.015 |
| inv_1 | 5 | 0.00036 |
| o22ai_1 | 7 | 0.00084 |
| o211ai_1 | 9 | 0.0013 |
| a22o_1 | 48 | 0.0081 |
| buf_1 | 46 | 0.0033 |
| and2_1 | 6 | 0.00072 |
| o21ai_0 | 45 | 0.0043 |
| o31ai_1 | 5 | 0.00072 |
| a22oi_1 | 702 | 0.10 |
| a2bb2oi_1 | 5 | 0.00084 |
| nor2_1 | 177 | 0.013 |
| and4_1 | 7 | 0.0012 |
| a221o_1 | 7 | 0.0013 |
[layer usage]
layer / up-vias / track usage / part of all wire
met5: - / 0.0254 / 0.0012
met4: 36 / 0.370 / 0.093
met3: 1608 / 0.386 / 0.18
met2: 4639 / 0.717 / 0.39
met1: 23500 / 0.712 / 0.34
li1: 17300 / - / -
Power is estimated from default activity; no workload was simulated.
